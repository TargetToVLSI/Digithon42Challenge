$ cat design/flow/run.sh
#!/bin/bash
# OpenROAD 26Q1-2900-gdf79404cd8, Yosys 0.63+post, stock flow scripts
make -C /OpenROAD-flow-scripts/flow DESIGN_CONFIG=/design/flow/config.mk WORK_HOME=/design/flow/orfs finish
$ cat design/flow/config.mk
export PLATFORM = sky130hd
export DESIGN_NAME = carry_select_adder_13
export DESIGN_NICKNAME = carry_select_adder_13
export VERILOG_FILES = /design/flow/design.v
export SDC_FILE = /design/flow/constraint.sdc
export NUM_CORES = 4
export LEC_CHECK = 1
export CORE_AREA = 10 10 70 70
export DIE_AREA = 0 0 80 80
$ cat design/flow/constraint.sdc
current_design carry_select_adder_13

set clk_period 2.8
set clk_io_pct 0.2

create_clock -name clk0 -period $clk_period

set non_clock_inputs [all_inputs -no_clocks]
set_input_delay [expr $clk_period * $clk_io_pct] -clock clk0 $non_clock_inputs
set_output_delay [expr $clk_period * $clk_io_pct] -clock clk0 [all_outputs]
$ cat design/flow/design.v
`timescale 1ns / 1ps
module fullA(input a,b,c,
output sum,cout);
assign sum=a^b^c;
assign cout=(a&b)|(b&c)|(c&a); 
endmodule
module mux2_1(input a, b,sel,
output y);
assign y=(sel)?b:a;
endmodule
module carry_select_adder_13(input[3:0]a,b,
input cin,
output[3:0]sum,
output cout);
wire [16:0]w;
fullA fA1(a[0],b[0],1'b0,w[1],w[2]);
fullA fA2(a[1],b[1],w[2],w[3],w[4]);
fullA fA3(a[2],b[2],w[4],w[5],w[6]);
fullA fA4(a[3],b[3],w[6],w[7],w[8]);
fullA fA5(a[0],b[0],1'b1,w[9],w[10]);
fullA fA6(a[1],b[1],w[9],w[11],w[12]);
fullA fA7(a[2],b[2],w[12],w[13],w[14]);
fullA fA8(a[3],b[3],w[14],w[15],w[16]);
mux2_1 mux1(w[1],w[9],cin,sum[0]);
mux2_1 mux2(w[3],w[11],cin,sum[1]);
mux2_1 mux3(w[5],w[13],cin,sum[2]);
mux2_1 mux4(w[7],w[15],cin,sum[3]);
mux2_1 mux5(w[8],w[16],cin,cout);
endmodule
==> run notes <==
The share of cells above drive strength 1 is 0.351, and the wire length reported by the detailed router is 593 um. Detailed placement finished with a half-perimeter wire length of 532 um. The largest fanout on the critical path works out to 3.

Switching part of the total power: 0.312. Summing all placed instances gives a cell area of 387 um^2. The run gives 82 for the placed instance count. The nature of the critical path startpoint is an input pin. Timing analysis after detailed placement gives a worst setup slack of -164 ps. Global routing finished with a remaining overflow of 0. With the post-detailed-route count of antenna-violating nets at 0, the cell-internal power is 53.0 uW.

The run gives 137% for the post-synthesis to final-layout area growth. With the number of detailed-route iterations in the first pass at 1, the final setup TNS is 0 ps. For this run, design rule violations remaining after detail routing come to 0. Setup repair after global routing left no endpoint under its margin.

Buffers inserted to repair hold after CTS numbered 0. The finished layout holds 83 standard cells, fillers aside. The run gives 6400 um^2 as the area of the die. Yosys reports a chip area of 181 um^2. The run gives 0.0000245 V for the maximum VDD drop.

The die is 80 um tall. The run gives 0.850 as the relative slew slack. Per the summary, power density relative to cell area is 179 nW/um^2.

The flow ran to the end, and the final reports show no timing, DRC or antenna violations. For the pin with the worst max-slew slack, the measured transition is 220 ps. The sequential share of power was 0. In the synthesized netlist, the number of instances is 21. The register share after synthesis came out at 0. The number of global-route vias before repair is 177, and the clock group share of total power is 0.

The worst hold path begins at b[3]. The critical path endpoint has a required time of 2240 ps. The final hold violation count came out at 0. The floorplan report gives the top-level pin count as 14.

The net load switching power is 24.0 uW, and the floorplan row count is 21. Max-slew check failures listed in the final report amount to 0. The tools report the area of the placeable core as 3420 um^2.

The run gives 0 as the number of failing setup endpoints in the final timing report. The run gives 862 um for the first-pass GRT wire length. The core utilization before placement came out at 0.0531. The cell area that synthesis handed to floorplanning was 181 um^2.

With the xor-xnor portion of the synthesized cell area at 0.193, the area fraction in full adders, half adders and majority gates is 0.276. The initial antenna violation count is 0. The run gives 1.000 for the portion of total power attributed to combinational logic. According to the cell report, flip-flops and latches in the layout number 0. Complex-gate fraction of the synthesized area: 0.152. The worst setup path is captured at a primary output. For the share of the core filled with cells in the final layout, the log shows 0.126. The number of maximum-capacitance violations recorded for the run is 0. The run gives 0.966 for the share of the cycle needed by the critical path after routing. The run gives 0 for the iteration-0 DRC count of the detailed router. With the worst path arrival time at 2140 ps, the overall via count from detail_route is 185.

Warnings reported by Yosys during synthesis add up to 0. The gate-level netlist out of Yosys references 12 unique cell types. Entering global routing, the biggest net connects 4 pins. The run gives 4 for the number of instances on the worst hold path.

The run gives 14 for the number of buffers added on ports. Of the combinational cells, the family taking the most area is adder cells. The logs give a warning total of 32.

The number of diodes was 0. After routing the design area is 430 um^2. Endpoint of the worst hold-timing path: sum[3]. With the simple-gate share of the synthesized area at 0.138, the width of the chip is 80 um. The routed length per placed instance is 7.14 um, and the number of cells in the yosys synthesis report is 21. The post-synthesis mux area share was 0.0552.

Looking at area per cell type in the netlist, the leader is ha_1. The run gives 0.276 for the portion of synthesized cell area occupied by the leading cell type. Based on the critical path, the design can be clocked at up to 0.370 GHz. The global-route usage over all layers came out at 0.0164. Yosys attributes the largest share of cell area to ha_1, buf_4, xnor2_1. For this design the static power due to leakage is 0.171 nW. The run gives 0 for the number of clock buffers in the layout. A synthesized cell averages 8.64 um^2.

Per the detail_route report, vias per standard cell equal 2.23. Worst min-delay path class: in2out. Final weighted congestion in routability-driven placement: 0.706. For reference, the most critical setup path is categorized as in2out.

The layout report lists the combined flip-flop and latch area as 0 um^2. In the post-route analysis, the smallest setup slack over all paths is 95.5 ps. The smallest clock period supported by the final layout is computed as 2700 ps.
-- timing repair --
item,4_1_cts,5_1_grt
pin swaps,4,1
setup buffers,2,0
setup endpoints to repair,4,2
gates resized,10,3
-- per-layer routing --
layer | vias to the layer above | part of all wire | global-route usage
met4 | 0 | 0 | 0
met1 | 78 | 0.41 | 0.0185
li1 | 100 | - | -
met5 | - | 0 | 0
met3 | 0 | 0.13 | 0.00682
met2 | 7 | 0.46 | 0.0297
-- worst max-delay path: stages --
cell             delay [ps]
clkdlybuf4s50_1         540
mux2i_4                 310
a311oi_4                120
o21bai_1                130
clkdlybuf4s50_1         470
-- Yosys cell counts --
cell and instances:
xor2_1 2, xnor2_1 2, mux2i_1 1, a311oi_2 1, nor2_1 1, o21bai_1 1, ha_1 4, and2_4 1
inv_1 1, a21oi_1 1, buf_4 4, or2_1 2
-- through the flow --
step                      total power, mW  hold WS [ps]
after floorplan                    0.0364          1200
after global placement             0.0729          2090
after detailed placement           0.0741          2120
after CTS                          0.0803          2030
after global routing               0.0846          1960
final                              0.0771          1890
-- worst max-delay path by stage --
stage                 start   end  slack, ps
final                   cin  cout        100
after global routing   b[2]  cout         50
after CTS              a[0]  cout         20
-- cell usage in the layout, fill, tap and decap left out, types with 2 or more instances in the layout --
cell type        synthesis  final
xor2_1                   2      2
clkdlybuf4s50_1          0      9
xnor2_1                  2      2
dlygate4sd2_1            0      3
buf_4                    4      6
ha_1                     4      3
-- area by class of cell --
cell class                 instances  area, um^2
inverter                           1        3.75
timing repair buffer              20         179
fill                             401        2990
tap                               46        57.6
multi-input combinational         16         190
-- power groups by stage --
stage | Combinational (mW) | Sequential (mW) | Clock (mW)
4_1_cts | 0.0803 | 0 | 0
5_1_grt | 0.0846 | 0 | 0
6_report | 0.0771 | 0 | 0
-- kinds of logic after synthesis --
family,after synthesis
fa+ha+maj,4
mux,1
simple gates,4
buf+inv,5
xor+xnor,4
compound gates,3
Power is estimated from default activity; no workload was simulated.
