[design/flow/config.mk]
export PLATFORM = sky130hd
export DESIGN_NAME = multiplier_4_bit
export DESIGN_NICKNAME = multiplier_4_bit
export VERILOG_FILES = /design/flow/design.v
export SDC_FILE = /design/flow/constraint.sdc
export NUM_CORES = 4
export LEC_CHECK = 1
export CORE_AREA = 10 10 70 70
export DIE_AREA = 0 0 80 80
[design/flow/constraint.sdc]
current_design multiplier_4_bit

set clk_period 2.9
set clk_io_pct 0.2

create_clock -name clk0 -period $clk_period

set non_clock_inputs [all_inputs -no_clocks]
set_input_delay [expr $clk_period * $clk_io_pct] -clock clk0 $non_clock_inputs
set_output_delay [expr $clk_period * $clk_io_pct] -clock clk0 [all_outputs]
[design/flow/design.v]
`timescale 1ns / 1ps
module h_a(input a,b,
output sum,cout);
assign sum=a^b;
assign cout=a&b;
endmodule
  module f_a(input a,b,cin,
output sum,cout);
assign sum=a^b^cin;
assign cout=(a&b)|(b&cin)|(cin&a);
   endmodule
module multiplier_4_bit(input[3:0]a,b,
output[6:0]s,
output cout);
wire[15:0]c;
wire w1;
assign s[0]=a[0]&b[0];
 h_a ha1(a[1]&b[0],a[0]&b[1],s[1],c[0]);
  h_a ha2(a[0]&b[2],c[1],s[2],c[3]);
  h_a ha3(a[0]&b[3],c5,s[3],c[8]);
 h_a ha4(a[1]&b[3],c[9],s[4],c[12]);
 f_a fa1(a[2]&b[0],a[1]&b[1],c[0],c[1],c[2]);
 f_a fa2(a[3]&b[0],a[2]&b[1],c[2],c[4],c[6]);
 f_a fa3(a[1]&b[2],c[4],c[3],c[5],c[7]);
 f_a fa4(a[3]&b[1],c[6],c[7],w1,c[10]);
 f_a fa5(a[2]&b[2],w1,c[9],c[11]);
 f_a fa6(a[3]&b[2],c[10],c[11],c[13],c[14]);
 f_a fa7(a[2]&b[3],c[13],c[12],s[5],c[15]);
 f_a fa8(a[3]&b[3],c[14],c[15],s[6],cout);
endmodule
[design/flow/run.sh]
#!/bin/bash
# OpenROAD 26Q1-2900-gdf79404cd8, Yosys 0.63+post, stock flow scripts
make -C /OpenROAD-flow-scripts/flow DESIGN_CONFIG=/design/flow/config.mk WORK_HOME=/design/flow/orfs finish
==> run_results.csv <==
group,metric,value,unit
logic_synthesis,top_area_frac,0.2133,
setup_path,worstPathArrival,3.32,ns
power_and_ir_drop,combPwrFrac,1.000,
floorplan,die_w,80,um
logic_synthesis,yosysCellCount,37,
global_route,grt_pass1_wl,1338,um
power_and_ir_drop,p_sw_frac,0.3352,
floorplan,rows,21,
global_route,track_usage,0.02456,
sta,fin_ws,-0.9991,ns
route,wl_met2,539,um
route,wl_met3,0,um
floorplan,die_height,80,um
run,maxCapViolations,0,
sta,fmax,256.5,MHz
cells_and_area,fin_area,533.0,sq um
sta,setup_viol,3,
power_and_ir_drop,p_leak,0.0002312,uW
logic_synthesis,topCellsByArea,"fa_1 (21%), ha_1 (18%), buf_4 (16%), and2_1 (16%), inv_1 (9.3%)",
setup_path,cp-startpoint,"b[0]",
route,viasPerCell,2.694,
floorplan,dieArea,6400,sq um
logic_synthesis,yosysTopAreaCell,"fa_1",
place,hpwl,693,um
sta,timing.final.crit_share,1.345,
cells_and_area,final_layout_size_suffix_gt1_frac,0.5769,
setup_path,cpMostUsedCell,"inv_2",
route,num_vias,264,
setup_path,path_class,"primary input to output port",
setup_path,cp_max_fo,2,
power_and_ir_drop,pwr-share-clk,0,
hold_path,hold_path_class,"primary input to output port",
logic_synthesis,synth_cells,37,
global_route,overflow,0,
sta,slew_viol_final,0,
route,first_pass_iters,1,
route,drc_errors,0,
setup_path,cp-endpoint,"s[6]",
setup_path,required,2.32,ns
route,highest_layer,"met2",
cells_and_area,seq_cells,0,
route,wl_per_cell,7.194,um
logic_synthesis,ys_types,11,
setup_path,crit_slowest_cell,"fa_2",
floorplan,core-area,3416,sq um
place,gp_congestion,0.7410,
route,antenna-diode-count,0,
power_and_ir_drop,p_total,65.92,uW
run,warnings,35,
power_and_ir_drop,ir_drop,0.00002170,V
place,io_buffers,14,
sta,rsz0062_at_grt,"yes",
global_route,grt_max_degree,4,
power_and_ir_drop,power_density,123.7,nW/um^2
setup_path,max_stage_delay,0.51,ns
floorplan,fp-utilization,0.08242,
logic_synthesis,yosysChipArea,281.5,sq um
sta,hold_viol,0,
sta,fin_setup_tns,-2.312,ns
power_and_ir_drop,p_seq_frac,0,
route,dr.first_iter.drc_count,0,
logic_synthesis,syn_area,281.5,sq um
route,antenna_left,0,
power_and_ir_drop,p_int,43.83,uW
outcome,violations,"negative setup slack",
sta,whs,1.790,ns
cells_and_area,nClkBuffers,0,
floorplan,pin_count,16,
logic_synthesis,yosys_warnings,3,
sta,finalCriticalPeriod,3.899,ns
setup_path,crit_path_start_kind,"primary input",
power_and_ir_drop,net-switching-power,22.10,uW
route,met1_length,164,um
logic_synthesis,syn_avg_cell_area,7.609,sq um
outcome,status,"complete, but fails checks",
logic_synthesis,postSynthSeqShare,0,
global_route,antenna_found_initial,0,
cells_and_area,seqCellArea,0,sq um
clock_network,cts_setup_buffers,0,
setup_path,endpoint_kind,"output port",
setup_path,cp_cell_sequence,"buf_6 > and2_4 > ha_4 > inv_2 > fa_2 > inv_2 > fa_1 > a22oi_2 > nor2_1 > maj3_2 > ha_4 > ha_4 > inv_2 > fa_2 > inv_2 > buf_2",
route,drt-total-wl,705,um
global_route,grt_pass1_vias,317,
place,placed_cell_area,530.5,sq um
cells_and_area,area_delta_synth_final,89.33,%
-- Yosys cell counts --
| library cell | n |
|---|---|
| nand2_1 | 3 |
| and2_2 | 2 |
| a22oi_1 | 1 |
| inv_1 | 7 |
| buf_4 | 6 |
| and2_1 | 7 |
| nor2_1 | 2 |
| fa_1 | 3 |
| ha_1 | 4 |
| maj3_2 | 1 |
| conb_1 | 1 |
-- power groups by stage --
stage | combinational (uW) | sequential (uW) | clock, uW
CTS | 66.8 | 0 | 0
finish | 65.9 | 0 | 0
global route | 76.9 | 0 | 0
-- critical path: cells and delay by family --
kind | cells | cell delay [ns]
fa+ha+maj | 7 | 2.09
buf+inv | 6 | 0.32
simple gates | 2 | 0.20
compound gates | 1 | 0.13
-- stage by stage --
stage | setup slack [ns] | cells | utilization
final | -0.9991 | 98 | 0.1560
after global routing | -1.140 | 98 | 0.1560
after CTS | -1.143 | 98 | 0.1546
after detailed placement | -1.776 | 98 | 0.1553
after global placement | -1.752 | 98 | 0.1553
after floorplan | -0.8947 | 38 | -
-- per-layer routing --
layer,up-vias,GRT usage
met2,1,0.06180
met1,131,0.01931
li1,132,-
met3,0,0
met5,-,0
met4,0,0
-- worst min path at each step --
stage     start   end  slack, ns  cells after the start
6_report   a[0]  s[0]       1.79                      3
4_1_cts    a[0]  s[0]       1.80                      3
5_1_grt    a[0]  s[0]       1.81                      3
-- what timing repair did --
item | 4_1_cts | 5_1_grt
hold buffers | 0 | 0
setup endpoints to repair | 4 | 4
pin swaps | 11 | 11
gates resized | 33 | 2
-- cells by family after synthesis --
logic type	Yosys count	synth area share
compound gates	1	0.02668
fa+ha+maj	8	0.4311
buf+inv	13	0.2533
other cells	1	0.01332
simple gates	14	0.2755
-- cells in the final DEF, fill, tap and decap left out --
| cell type | instances |
|---|---|
| buf_6 | 5 |
| fa_1 | 1 |
| ha_4 | 3 |
| a22oi_2 | 1 |
| conb_1 | 2 |
| and2_1 | 5 |
| dlygate4sd2_1 | 1 |
| nand2_2 | 1 |
| inv_2 | 5 |
| and2_4 | 2 |
| inv_1 | 2 |
| ha_1 | 1 |
| nor2_1 | 2 |
| buf_4 | 6 |
| and2_2 | 2 |
| buf_2 | 2 |
| maj3_2 | 1 |
| fa_2 | 2 |
| nand2_1 | 2 |
| clkdlybuf4s50_1 | 6 |
-- area by class of cell --
cell class / count / area, sq um
fill: 393 / 2883
inverter: 7 / 26.28
multi-input combinational: 25 / 269.0
tap: 46 / 57.56
timing repair buffer: 20 / 180.2
No activity file was given, so power comes from the tool's default toggle rates.
